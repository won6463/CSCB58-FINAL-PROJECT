==> design/flow/design.v <==
module keyboardhero
	(
		CLOCK_50,						 
        KEY,
        SW,
		VGA_CLK,   						 
		VGA_HS,							 
		VGA_VS,							 
		VGA_BLANK_N,						 
		VGA_SYNC_N,						 
		VGA_R,   						 
		VGA_G,	 						 
		VGA_B,   						 
		HEX0, 
		HEX1,
		HEX2,
		HEX3
	);
	input			CLOCK_50;				 
	input   [9:0]   SW;
	input   [3:0]   KEY;
	output			VGA_CLK;   				 
	output			VGA_HS;					 
	output			VGA_VS;					 
	output			VGA_BLANK_N;				 
	output			VGA_SYNC_N;				 
	output	[9:0]	VGA_R;   				 
	output	[9:0]	VGA_G;	 				 
	output	[9:0]	VGA_B;   				 
	output [6:0] HEX0, HEX1, HEX2, HEX3;
	wire increment_counter;
	wire resetn;
	assign resetn = KEY[0];
	wire [2:0] colour;
	wire [7:0] x;
	wire [6:0] y;
	wire writeEn;
	vga_adapter VGA(
			.resetn(resetn),
			.clock(CLOCK_50),
			.colour(colour),
			.x(x),
			.y(y),
			.plot(1'b1),
			.VGA_R(VGA_R),
			.VGA_G(VGA_G),
			.VGA_B(VGA_B),
			.VGA_HS(VGA_HS),
			.VGA_VS(VGA_VS),
			.VGA_BLANK(VGA_BLANK_N),
			.VGA_SYNC(VGA_SYNC_N),
			.VGA_CLK(VGA_CLK));
		defparam VGA.RESOLUTION = "160x120";
		defparam VGA.MONOCHROME = "FALSE";
		defparam VGA.BITS_PER_COLOUR_CHANNEL = 1;
		defparam VGA.BACKGROUND_IMAGE = "backimg.mif";
	hex_decoder SCORE0(
        .hex_digit(score[3:0]), 
        .segments(HEX0)
        );
   hex_decoder SCORE1(
        .hex_digit(score[7:4]), 
        .segments(HEX1)
        );
	hex_decoder COMBO2(
        .hex_digit(combo[3:0]), 
        .segments(HEX2)
        );
   hex_decoder COMBO3(
        .hex_digit(combo[7:4]), 
        .segments(HEX3)
        );
	wire key3, key2, key1;
	wire [7:0] score;
	wire [7:0] combo;
	assign key3 = KEY[3];
	assign key2 = KEY[2];
	assign key1 = KEY[1];
	keyboard_hero display(.clk(draw_clock), .resetn(resetn), .key3(key3), .key2(key2), .key1(key1), .x(x), .y(y), .colour(colour), .score(score), .combo(combo));
	rate_divider drawing_clock(CLOCK_50, 28'b011, draw_clock, 1'b1);
endmodule
module keyboard_hero(
    input clk,
	 input resetn,
	 input key3, 
	 input key2,
	 input key1,
	 output reg [2:0] colour,
	 output reg [7:0] score,
	 output reg [7:0] combo,
	 output reg [7:0] x,
	 output reg [6:0] y
    ); 	
   reg [7:0] x_pos;
	reg [7:0] x_right;
	reg [7:0] x_middle;
	reg [6:0] y_pos;
	reg [27:0] counter;
	reg [27:0] counter2;
   reg [7:0] x_alu;
	reg [6:0] y_alu;
	reg [4:0] count;
	reg [4:0] clear;
	reg [4:0] draw;
	reg [7:0] x_2;
	reg [6:0] y_2;
	reg [7:0] x_3;
	reg [6:0] y_3;
	reg [7:0] x_4;
	reg [6:0] y_4;
	reg [7:0] x_5;
	reg [1:0] y_2en = 1'b0;
	reg [1:0] y_3en = 1'b0;
	reg [1:0] y_4en = 1'b0;
	reg [6:0] state = 7'd0;
	always@(posedge clk) begin
	    if(!resetn) begin
			  state <= 0;
			  score <= 0;
			  combo <= 0;
       end
		 else if (state == 0) begin 
			if (~key3) begin
				 x_pos <= 60;
				 if(x_pos <= x_2 && y_pos <= y_2) begin
					score <= score + 1;
					combo <= combo + 1;
				 end
				 else begin
					 combo <= 0;
				 end
			end
		   if(~key2) begin
				  x_pos <= 70;
				  if(x_pos <= x_4 && y_pos <= y_4) begin
				     score <= score + 1;
					  combo <= combo + 1;
				  end
				  else begin
				      combo <= 0;
				  end
			end	
			if(~key1) begin
				 x_pos <= 80;
				 if(x_pos <= x_3 && y_pos <= y_3) begin
					 score <= score + 1;
					 combo <= combo + 1;
				 end
				 else begin
					 combo <= 0;
				 end
			end
			y_pos <= 110;
			state <= 1;
		  end
		else if(state == 4'd1) begin
					y <= y_pos;
					x <= x_pos;
					colour <= 3'b111;
					state <= 2;
					clear <=1;
			  end
		else if(state == 4'd2) begin
					if(x_2 <= 0) begin
						x_2 <= 60;
					 end
					 if(x_3 <= 0) begin
						x_3 <= 70;
						y_3 <= 70;
					 end
					 if(x_4 <= 0) begin
						x_4 <= 80;
						y_4 <= 80;
					 end
						y_2 <= y_2 + 1;
						y_3 <= y_3 + 1;
						y_4 <= y_4 + 1;
					 draw <= 1;
					 state <= 4;
			  end
		else if(state == 4'd3) begin
					if(y_2 == 120) begin
						x_2 <= 60;
						y_2 <= 0;
					end
					else if(y_3 == 120) begin
						x_3 <= 70;
						y_3 <= 0;
					end
					else if(y_4 == 120) begin
						x_4 <= 80;
						y_4 <= 0;
					end 
					state <= 0;
			  end
		 else begin
			 if(clear == 4'd1) begin
					x <= x_2;
					y <= y_2;
					colour <= 1'b000;
					clear <= 2;
			  end
			  else if(clear == 4'd2) begin
					x <= x_3;
					y <= y_3;
					clear <= 3;
			  end
			  else if(clear == 4'd3) begin
					x <= x_4;
					y <= y_4;
					clear <= 0;
			  end
			  if(draw == 4'd1) begin
					x <= x_2;
					y <= y_2;
					colour <= 3'b111;
					draw <= 2;
			  end
			  else if(draw == 4'd2) begin
					x <= x_3;
					y <= y_3;
					colour <= 3'b111;
					draw <= 3;
			  end
			  else if(draw == 4'd3) begin
					x <= x_4;
					y <= y_4;
					colour <= 3'b111;
					draw <= 0;
			  end
	    end
end
endmodule
module hex_decoder(hex_digit, segments);
    input [3:0] hex_digit;
    output reg [6:0] segments;
    always @(*)
        case (hex_digit)
            4'h0: segments = 7'b100_0000;
            4'h1: segments = 7'b111_1001;
            4'h2: segments = 7'b010_0100;
            4'h3: segments = 7'b011_0000;
            4'h4: segments = 7'b001_1001;
            4'h5: segments = 7'b001_0010;
            4'h6: segments = 7'b000_0010;
            4'h7: segments = 7'b111_1000;
            4'h8: segments = 7'b000_0000;
            4'h9: segments = 7'b001_1000;
            4'hA: segments = 7'b000_1000;
            4'hB: segments = 7'b000_0011;
            4'hC: segments = 7'b100_0110;
            4'hD: segments = 7'b010_0001;
            4'hE: segments = 7'b000_0110;
            4'hF: segments = 7'b000_1110;   
            default: segments = 7'h7f;
        endcase
endmodule
module random1(ccc, height);
  input ccc;
  output reg [1:0] height;
  reg [0:3] fib = 4'b1111;
  always @ ( posedge ccc )
    fib <= {fib[3]^fib[2], fib[0:2]};
  always begin
    case (fib)
      0 : height <= 1'b1;
      1 : height <= 1'b0;
      2 : height <= 1'b1;
      3 : height <= 1'b0;
      4 : height <= 1'b1;
      5 : height <= 1'b0;
      6 : height <= 1'b1;
      7 : height <= 1'b0;
      8 : height <= 1'b1;
      9 : height <= 1'b0;
      10 : height <= 1'b1;
      11 : height <= 1'b0;
      12 : height <= 1'b1;
      13 : height <= 1'b0;
      14 : height <= 1'b1;
      15 : height <= 1'b0;
    endcase
  end
endmodule
module rate_divider(clock, divide_by, out_signal, reset_b);
  reg [27:0] stored_value;
  input reset_b;
  output out_signal;
  input [27:0] divide_by;  
  input clock;
  assign out_signal = (stored_value == 1'b0);
  always @ (posedge clock)
    begin
      if (reset_b == 1'b0) begin
          stored_value <= 0;
	      end
      else if (stored_value == 1'b0)
        begin
          stored_value <= divide_by;
        end
      else
          stored_value <= stored_value - 1'b1;
    end
endmodule
==> design/flow/run.sh <==
#!/bin/bash
# OpenROAD 26Q1-2900-gdf79404cd8, Yosys 0.63+post, stock flow scripts
make -C /OpenROAD-flow-scripts/flow DESIGN_CONFIG=/design/flow/config.mk WORK_HOME=/design/flow/orfs finish
==> design/flow/config.mk <==
export PLATFORM = sky130hd
export DESIGN_NAME = rate_divider
export DESIGN_NICKNAME = rate_divider
export VERILOG_FILES = /design/flow/design.v
export SDC_FILE = /design/flow/constraint.sdc
export NUM_CORES = 4
export LEC_CHECK = 1
export CORE_UTILIZATION = 30
==> design/flow/constraint.sdc <==
current_design rate_divider

set clk_period 7.6
set clk_io_pct 0.2

create_clock -name clk0 -period $clk_period [get_ports {clock}]

set non_clock_inputs [all_inputs -no_clocks]
set_input_delay [expr $clk_period * $clk_io_pct] -clock clk0 $non_clock_inputs
set_output_delay [expr $clk_period * $clk_io_pct] -clock clk0 [all_outputs]
==> flow_summary.json <==
{
  "track_usage_pct": 13.1,
  "ff_type": "dfxtp_1",
  "antenna_cells": 0,
  "enable_flop_cells": 0,
  "synth_top_area_share_pct": 37.8,
  "fp_util_pct": 31.2,
  "ys.flops": 28,
  "period_needed_ps": 3850,
  "area_leaders": "dfxtp_1 38%, xnor2_1 11%, a211oi_1 7.1%, nor2_1 6.3%, nor3_1 5.1%",
  "slew_headroom_pct": 57.1,
  "cts_setup_buffers": 0,
  "vias_per_cell": 4.83,
  "cp_data_required_time_ps": 6080,
  "synth.largest_area_cell": "dfxtp_1",
  "crit_arrival_ps": 2330,
  "grt_pass1_wl_um": 5350,
  "warning_count": 26,
  "crit_path_start_kind": "register",
  "worst_pin_slew_ps": 639,
  "worstHoldPathCells": 1,
  "crit_fanout": 9,
  "rr_worst_depth": 6,
  "reg_top3": "stored_value: 28 flops",
  "wl_per_cell_um": 12.0,
  "yosys_warnings": 1,
  "fin_skew_ps": 1.56,
  "period_used_pct": 50.6,
  "ys_cells": 174,
  "fp-row-count": 25,
  "regMostFlops": "stored_value",
  "antenna_found_initial": 0,
  "grt_max_degree": 55,
  "hold_buffers": 0,
  "syn_area_per_cell_um2": 8.53,
  "ios": 31,
  "max_freq_ghz": 0.260,
  "ir_worst_vdd_uv": 136,
  "routed_wl_um": 3190,
  "rsz0062_at_grt": "no",
  "fillerInstances": 503,
  "die_area_mm2": 0.00523,
  "r2r-end": "stored_value[17]$_SDFF_PN0_",
  "die_width_um": 72.3,
  "gr-total-overflow": 0,
  "most_common_cell": "dfxtp_1",
  "vias": 1285,
  "htreeDepth": 1,
  "hold_viol_final": 0,
  "drtIter0Drc": 52,
  "synth_area_mm2": 0.00148,
  "criticalPathCategory": "register to output port",
  "powerDensity_mw_per_mm2": 436,
  "postSynth.asyncResetShare_pct": 0,
  "combGateArea_um2": 846,
  "clk_latency_ps": 270,
  "drive_above_1_share_pct": 4.52,
  "syn-instance-count": 174,
  "cts.sinks": 28,
  "seq_area_um2": 561,
  "fp.dieH_um": 72.3,
  "fin_util_pct": 39.3,
  "core_area_mm2": 0.00475,
  "cts_tree": "built",
  "outcome": "completed",
  "clockRootBuffer": "clkbuf_8",
  "postRouteAntennaNets": 0,
  "cts_buffer_depth": 2,
  "synth_cell_types": 34,
  "ys_chip_area_mm2": 0.00148,
  "post_cts_resized": 0,
  "critPathLaunch": "stored_value[8]$_SDFF_PN0_",
  "numCtsBuffers": 3,
  "dp_hpwl_um": 2220,
  "io_buffers": 30,
  "clk_pin_slew_ps": 90,
  "fin_setup_tns_ps": 0,
  "reg2reg_slack_ps": 5330,
  "setup.worst_path.end_class": "output port",
  "maxCapViolations": 0,
  "route.detailed.drc": 0,
  "rr_startpoint": "stored_value[8]$_SDFF_PN0_",
  "ys_seq_share_pct": 37.8,
  "setup_viol": 0,
  "hold_path.class": "register to register",
  "largest_reg_flops": 28,
  "gp_congestion": 0.823,
  "grt_pass1_vias": 1182,
  "p_leak_nw": 0.632,
  "synthToLayoutAreaGrowth_pct": 25.9,
  "first_pass_iters": 5,
  "yosys-top-cells-count": "28 x dfxtp_1, 25 x nor2_1, 19 x xnor2_1, 15 x nor3_1, 14 x a211oi_1",
  "cp-endpoint": "out_signal",
  "slew_violations": 0
}
worst max-delay path, stage by stage (launching register included):
cell	delay (ps)
dfxtp_1	360
nor3_1	560
nand4_4	220
or3_1	400
inv_1	70
clkdlybuf4s50_1	450
per-stage QoR:
stage	hold slack [ps]	cells	power [mW]	setup WS, ps	cell area (um2)
after floorplan	476	174	0.641	4460	1480
after global placement	501	262	0.723	4070	1810
after detailed placement	507	262	0.724	4090	1810
after CTS	521	266	0.819	3760	1870
after global routing	567	266	0.899	3580	1870
final	522	266	0.815	3750	1870
routing by layer:
layer / global-route usage (%) / part of all wire [%] / vias to the layer above
met2: 20.2 / 44 / 27
met3: 2.96 / 4.8 / 4
li1: - / - / 680
met5: 0 / 0 / -
met1: 19.9 / 50 / 574
met4: 1.31 / 1.2 / 0
cell type report:
class / count / share of cell area (%)
clock buffer: 4 / 2.95
inverter: 4 / 0.804
tap: 67 / 4.49
multi-input combinational: 132 / 45.3
sequential: 28 / 30.0
timing repair buffer: 31 / 16.5
kinds of logic (layout without fill, tap and decap cells):
kind of cell | Yosys count | in the layout | share of synthesized area (%)
xor gates and xnor gates | 23 | 23 | 13.6
muxes | 1 | 1 | 0.759
buffers and inverters | 14 | 39 | 5.23
AOI/OAI and AO/OA | 42 | 42 | 17.9
and+or+nand+nor | 64 | 64 | 23.1
adders and majority gates | 2 | 2 | 1.69
DFF | 28 | 28 | 37.8
cells in the final DEF (no fill, tap or decap), types with 3 or more instances in the layout:
| master | netlist | routed |
|---|---|---|
| clkdlybuf4s50_1 | 0 | 30 |
| dfxtp_1 | 28 | 28 |
| nor2_1 | 25 | 25 |
| xnor2_1 | 19 | 19 |
| nor3_1 | 15 | 15 |
| a211oi_1 | 14 | 14 |
| o21ai_0 | 11 | 11 |
| a21oi_1 | 11 | 11 |
| nor4_1 | 5 | 5 |
| xor2_1 | 4 | 4 |
| clkbuf_8 | 0 | 4 |
| inv_1 | 3 | 3 |
| nand2_1 | 3 | 3 |
| or3_1 | 3 | 3 |
| nand4_1 | 3 | 3 |
worst min-delay path by stage:
stage                             to  slack, ps                       start
5_1_grt   stored_value[7]$_SDFF_PN0_        570  stored_value[7]$_SDFF_PN0_
4_1_cts   stored_value[0]$_SDFF_PN0_        520  stored_value[0]$_SDFF_PN0_
6_report  stored_value[0]$_SDFF_PN0_        520  stored_value[0]$_SDFF_PN0_
where the power goes:
group	switching [mW]	internal (mW)
logic	0.251	0.205
clock network	0.0433	0.0463
registers	0.0597	0.210
Power and IR drop assume default switching activity.
